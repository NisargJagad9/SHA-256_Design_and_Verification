==> design.v <==
`timescale 1ns / 1ps
 interface hash_256(input logic clk,input logic rst_n);
    logic load_i;
    logic[31:0] Kt_i,Wt_i;
    logic[31:0] A_i, B_i, C_i, D_i, E_i, F_i, G_i, H_i;
    logic[31:0] A_o, B_o, C_o, D_o, E_o, F_o, G_o,H_o;
    logic[255:0]finall;
    logic done; 
endinterface
module piso (
    input  logic       clk,
    input  logic       rst_n,
    input  logic       hash_done,            
    input  logic [255:0] fin_hash,           
    output logic       tx_dv,                
    output logic [7:0] tx_byte,              
    input  logic       tx_done,              
    input  logic       tx_active             
);
    reg [255:0]  hash_reg;                   
    reg [4:0]    byte_idx;                   
    reg          busy;
    typedef enum logic [1:0] {
        IDLE       = 2'd0,
        LOAD_NEXT  = 2'd1,
        WAIT_TX    = 2'd2
    } state_t;
    state_t state, next_state;
    always @(posedge clk or negedge rst_n) begin
        if (!rst_n) begin
            state     <= IDLE;
            hash_reg  <= 256'b0;
            byte_idx  <= 5'd0;
            busy      <= 1'b0;
            tx_dv     <= 1'b0;
            tx_byte   <= 8'h00;
        end
        else begin
            tx_dv <= 1'b0;    
            case (state)
                IDLE: begin
                    if (hash_done) begin
                        hash_reg  <= fin_hash;
                        byte_idx  <= 5'd0;
                        busy      <= 1'b1;
                        state     <= LOAD_NEXT;
                    end
                end
                LOAD_NEXT: begin
                    tx_byte <= hash_reg[(31 - byte_idx)*8 +: 8];
                    tx_dv   <= 1'b1;
                    state   <= WAIT_TX;
                end
                WAIT_TX: begin
                    if (tx_done) begin
                        if (byte_idx == 5'd31) begin
                            busy  <= 1'b0;
                            state <= IDLE;
                        end
                        else begin
                            byte_idx <= byte_idx + 1'b1;
                            state    <= LOAD_NEXT;
                        end
                    end
                end
                default: state <= IDLE;
            endcase
        end
    end
endmodule
==> run.sh <==
#!/bin/bash
# OpenROAD 26Q1-2900-gdf79404cd8, Yosys 0.63+post, stock flow scripts
make -C /OpenROAD-flow-scripts/flow DESIGN_CONFIG=/design/flow/config.mk WORK_HOME=/design/flow/orfs finish
==> config.mk <==
export PLATFORM = sky130hd
export DESIGN_NAME = piso
export DESIGN_NICKNAME = piso
export VERILOG_FILES = /design/flow/design.v
export SDC_FILE = /design/flow/constraint.sdc
export NUM_CORES = 4
export LEC_CHECK = 1
export CORE_UTILIZATION = 50
==> constraint.sdc <==
current_design piso

set clk_period 8.4
set clk_io_pct 0.2

create_clock -name clk0 -period $clk_period [get_ports {clk}]

set non_clock_inputs [all_inputs -no_clocks]
set_input_delay [expr $clk_period * $clk_io_pct] -clock clk0 $non_clock_inputs
set_output_delay [expr $clk_period * $clk_io_pct] -clock clk0 [all_outputs]
==> impl_metrics.ini <==
; synthesis and place-and-route metrics
[floorplanning]
fp_util = 0.517
horiz_die_dim_um = 159
top_level_ports = 270
die-height_um = 159
chip_area_sq_um = 25200
fp-row-count = 56
coreArea_sq_um = 23800

[pwr]
clockPowerShare = 0.460
power_per_cell_area_nw_per_um2 = 167
pwr-share-seq = 0.485
p_leak_nw = 7.50
total_switching_power_w = 0.000561
power.share.combinational = 0.055
swShare = 0.207
highest_ir_drop_seen_on_vdd_mv = 0.137
p_int_w = 0.00215

[timing]
finalCriticalPeriod_ns = 4.12
min_period_over_period = 0.490
clock-skew-final_ns = 0.0214
final-max-slew-violation-count = 0
fmax_ghz = 0.243
worst-slew-pin-transition_ns = 0.814
finalHoldViolCount = 0
setup_total_negative_slack_ns = 0
rsz_0062_raised_after_global_routing = false
final-setup-viol-count = 0
relative_slew_margins = 0.457

[clock_network]
hold_buffers = 0
ctsHtreeMaxLevel = 1
numCtsBuffers = 30
worst_skew_pair.late_latency_ns = 0.55
cts-root-buf = sky130_fd_sc_hd__clkbuf_16
clock-sinks = 273
cts_repair_resize_count = 0
clock_path_buffers = 3
tritoncts = done
cts_setup_buffers = 0
clk_pin_slew_ns = 0.06

[yosys]
synth_top_cell_by_count = sky130_fd_sc_hd__dfrtp_1
synth_simple_gate_area_share = 0.0351
synth_top_cell_by_area = sky130_fd_sc_hd__dfrtp_1
numSynthFlops = 273
synth_stat.cells = 815
ys_sh_aoi = 0.0269
synth.cell_area_sq_um = 12300
synth_largest_type_area_fraction = 0.554
yosys.stat.seqShare = 0.556
post_synth_fa_ha_maj_area_fraction = 0.00204
ys_top_cells_by_area = sky130_fd_sc_hd__dfrtp_1 (55%), sky130_fd_sc_hd__mux2_2 (23%), sky130_fd_sc_hd__mux4_2 (8.6%)
post_synth_most_frequent_cells = sky130_fd_sc_hd__dfrtp_1 (272), sky130_fd_sc_hd__mux2_2 (256), sky130_fd_sc_hd__mux4_2 (47), sky130_fd_sc_hd__mux2i_1 (43), sky130_fd_sc_hd__clkbuf_1 (31)
ys_types = 40
ys_async_sr_fraction = 1.00
synth.yosys.chip_area_sq_um = 12300
xor_share = 0.000713
yosys-dominant-comb-family = multiplexers
syn_avg_cell_area_sq_um = 15.1
synth.mux.area_fraction = 0.358
ys_warn_count = 1
dominantRegCellSynth = sky130_fd_sc_hd__dfrtp_1
enable_flop_cells = 0
postSynthCellCount = 815

[layout]
layout-area-overhead-vs-synth_pct = 31.8
post_route_cells_drive_above_1_share = 0.342
fillerInstances = 1738
largest_reg_flops = 256
final_standard_cell_count_with_taps_included_and_fillers_excluded = 1415

[grt]
antenna_found_initial = 4
globalRoute.totalOverflow = 0
globalRouteTotalUtil = 0.247
first_global_vias = 8014
pin_count_of_the_biggest_net_entering_global_routing = 66
grt_first_pass_wirelength_mm = 45.3

[setup_path]
worst_r2r_path_depth = 6
startpoint_type = input port
critical_path_peak_fanout = 65
crit_type = input port to register
worst_path_slowest_cell = sky130_fd_sc_hd__buf_4
worst_path_largest_cell_delay_ns = 0.75
worst-endpoint-required_ns = 8.83
critical_path_cell_count = 5
cp_num_buf_inv = 3
crit_chain = clkdlybuf4s50_1, nand2_4, buf_4, buf_4, mux2_2
cp_top_family = buffers and inverters
setup.worst_path.end_class = register
critical_path_arrival_ns = 4.55
critical-path-top-cell-by-count = sky130_fd_sc_hd__buf_4

[flow_run]
warnings = 27
cap_viol_max_count = 0

[hold_path]
worstHoldPathType = register to register
hold_path_depth = 1

[outcome]
run_status = completed

[placement]
routabilityCongestion = 0.805
placed_cells_incl_taps = 1360
port-buffer-count = 268
detailedPlacementHpwl_mm = 19.4

[routing]
wire_per_inst_um = 20.0
remaining_drc_errors = 0
drt_first_pass_iters = 4
detail_route.wirelength_mm = 28.3
post_drt_via_cell_ratio = 5.40
remaining_antenna_violation_count = 0
vias = 7643
drtIter0Drc = 387
-- logic make-up (layout without fill, tap and decap cells) --
| kind of cell | after synthesis | in the layout |
|---|---|---|
| AOI/OAI and AO/OA | 52 | 52 |
| and+or+nand+nor | 83 | 83 |
| buffers and inverters | 57 | 337 |
| xor gates and xnor gates | 1 | 1 |
| DFF | 273 | 273 |
| other | 0 | 1 |
| adders and majority gates | 2 | 2 |
| muxes | 347 | 347 |
-- worst paths after layout --
check	start	endpoint	slack, ns
max in group asynchronous	rst_n	byte_idx[0]	6.18
worst max register to register	byte_idx[0]	tx_byte[0]	5.46
worst min register to register	hash_reg[86]	hash_reg[86]	0.50
worst min-delay path	hash_reg[86]	hash_reg[86]	0.50
worst max-delay path	hash_done	hash_reg[208]	4.28
min in group asynchronous	rst_n	hash_reg[170]	1.06
-- final cells by class --
class,instances,area (sq um),share of cell area
clock inverters,8,57.6,0.00356
inverters,3,11.3,0.000696
diodes,1,2.50,0.000155
clock buffers,46,891,0.0550
flip-flops and latches,273,6840,0.423
well taps,319,399,0.0247
repair buffers,280,2780,0.172
multi-input cells,485,5200,0.321
-- power by group through the flow --
stage	registers, W	logic, W	clock network, W
CTS	0.00132	0.000153	0.00128
global route	0.00131	0.000163	0.00133
finish	0.00132	0.000149	0.00125
-- metal layers --
layer,up-vias,GRT usage,wire [um]
met5,-,0,11
met4,2,0.0402,532
met3,32,0.0820,2680
met2,227,0.343,12600
met1,3839,0.414,12400
li1,3543,-,-
-- placed cells by master (no fill, tap or decap), drive strengths merged, types with 7 or more instances in the layout --
cell type,instances
dfrtp,272
nand2b,13
o21ai,14
clkdlybuf4s50,267
mux2i,43
mux4,48
nand2,20
buf,13
mux2,256
nor2,22
clkinv,7
clkbuf,46
o22ai,15
-- metrics by stage --
step	worst slack, ns	cell area (sq um)	total power (W)	util	hold WS [ns]
6_report	4.28	16200	0.00271	0.681	0.499
5_1_grt	4.12	16200	0.00281	0.681	0.511
4_1_cts	4.30	16200	0.00275	0.681	0.501
3_5_place_dp	3.71	15200	0.00149	0.641	0.488
3_3_place_gp	3.70	15200	0.00149	0.641	0.482
2_1_floorplan	5.44	12300	0.00134	-	0.408
No activity file was given, so power comes from the tool's default toggle rates.
