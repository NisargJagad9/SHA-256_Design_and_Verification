## design.v

```verilog
`timescale 1ns / 1ps
 interface hash_256(input logic clk,input logic rst_n);
    logic load_i;
    logic[31:0] Kt_i,Wt_i;
    logic[31:0] A_i, B_i, C_i, D_i, E_i, F_i, G_i, H_i;
    logic[31:0] A_o, B_o, C_o, D_o, E_o, F_o, G_o,H_o;
    logic[255:0]finall;
    logic done; 
endinterface
`timescale 1ns / 1ps
module preproc (
    input logic         rst,
    input logic         clk,
    input logic         data_valid,
    input logic [439:0] data_in,     
    input logic [5:0]   byte_valid,
    output logic        valid_o,
    output logic [31:0] M_o
);
typedef enum {RECV,PAD,SEND} state_t;
logic [7:0] block_bytes [0:63];
logic [63:0] length;       
logic [5:0] write_ptr;
logic [3:0] send_count;
state_t state;        
always_ff @(posedge clk or negedge rst)
begin
    if(!rst)
    begin
        for(integer i = 0; i <64 ; i++)  block_bytes[i]<=8'b0;
        length <= 'b0;
        valid_o <= 'b0;
        M_o <= 'b0;
        write_ptr <= 'b0;
        send_count <= 'b0;
        state <= RECV;
    end
    else
    begin
        case(state)
           RECV : begin
                  valid_o <= 0;
                  M_o <= 0;
                    if(data_valid)
                            begin
                                if(byte_valid!=0) 
                                begin
                                    for(integer i = 0; i < 16; i++) 
                                    begin
                                        if(i < byte_valid) 
                                        begin
                                            block_bytes[write_ptr + i] <= data_in[439-(i*8)-:8];
                                        end
                                write_ptr <= write_ptr + byte_valid;
                                length <= length + (byte_valid*8);
                                end
                            end
                        else
                        begin
                                state <= PAD;
                        end
                        end
                    end
           PAD  :  begin : pad
                     block_bytes[write_ptr] <= 8'h80;   
                     {block_bytes[56],block_bytes[57],block_bytes[58],block_bytes[59],
                      block_bytes[60],block_bytes[61],block_bytes[62],block_bytes[63]} <= length;  
                      state <= SEND; 
                   end
           SEND :  begin
                      valid_o <= 1'b1;    
                      M_o <= {block_bytes[send_count*4],block_bytes[send_count*4 + 1],
                              block_bytes[send_count*4 + 2],block_bytes[send_count*4 + 3]};   
                      if(send_count==15) begin
                        state <= RECV;
                        send_count <= 0;
                        write_ptr <= 0;
                        length <= 0;
                      end
                      else
                      begin
                        send_count <= send_count + 1;
                      end
                   end
            default : state <= RECV;           
        endcase
    end
end
endmodule
```

## run.sh

```bash
#!/bin/bash
# OpenROAD 26Q1-2900-gdf79404cd8, Yosys 0.63+post, stock flow scripts
make -C /OpenROAD-flow-scripts/flow DESIGN_CONFIG=/design/flow/config.mk WORK_HOME=/design/flow/orfs finish
```

## config.mk

```make
export PLATFORM = sky130hd
export DESIGN_NAME = preproc
export DESIGN_NICKNAME = preproc
export VERILOG_FILES = /design/flow/design.v
export SDC_FILE = /design/flow/constraint.sdc
export NUM_CORES = 4
export LEC_CHECK = 1
export CORE_UTILIZATION = 30
```

## constraint.sdc

```tcl
current_design preproc

set clk_period 22.4
set clk_io_pct 0.2

create_clock -name clk0 -period $clk_period [get_ports {clk}]

set non_clock_inputs [all_inputs -no_clocks]
set_input_delay [expr $clk_period * $clk_io_pct] -clock clk0 $non_clock_inputs
set_output_delay [expr $clk_period * $clk_io_pct] -clock clk0 [all_outputs]
```

==> flow_summary.yaml <==
# yosys + openroad results
floorplan:
  num_rows: 226
  die_width_um: 619
  fp_util_pct: 30.1
  num_io_pins: 482
  die-height_um: 619
synthesis:
  synthCells: 16757
  ys_ff: 619
  ys_cells: 16757
  flop_cell: "dfrtp_1"
  yosys_warnings: 2
  ys_chip_area_um2: 114000
  synth_async_sr_flop_share_pct: 100
  ys_types: 116
  edf_count: 0
  syn_area_per_cell_um2: 6.82
  yosys.stat.seqShare_pct: 13.6
  syn_area_um2: 114000
grt:
  grt_pass1_vias: 226905
  grt_max_degree: 80
  grt_overflow: 9530
  track_usage_pct: 98.6
  grt_pass1_wl_um: 2540000
cts:
  cts_max_level: 3
  cts_hold_buf: 0
  cts_setup_buffers: 0
  cts-root-buf: "clkbuf_16"
  cts_max_path_buffers: 4
  cts-resized-gates: 0
  cts_made_buffers: 109
  cts_sinks: 619
placement:
  port_buffers: 169
  dp_cells: 21825
  dpl.hpwl_um: 1240000
  gp_congestion: 1.42
status:
  status: "stopped before the end"
  lastStage: "global routing"
  stop_error: "[ERROR GRT-0116] Global routing finished with congestion. Check the congestion regions in the DRC Viewer."
## through the flow
| stage | hold WS [ps] | cell area (um2) | worst slack [ps] |
|---|---|---|---|
| 2_1_floorplan | 426 | 114000 | 15110 |
| 3_3_place_gp | 472 | 130000 | 12400 |
| 3_5_place_dp | 479 | 130000 | 12400 |
| 4_1_cts | 493 | 134000 | 13400 |
## kinds of logic after synthesis
logic type               synth area share, %
AND-OR/OR-AND                           48.6
XOR/XNOR                               0.826
adder cells (fa/ha/maj)                0.276
buffers and inverters                   7.24
flip-flops                              13.6
multiplexers                            5.93
AND/OR/NAND/NOR                         23.5
## metal layers
| layer | track usage (%) | GRT overflow |
|---|---|---|
| met5 | 91.6 | 201 |
| met4 | 98.2 | 2271 |
| met3 | 96.5 | 1900 |
| met2 | 102 | 3682 |
| met1 | 97.5 | 1476 |
## cells in the mapped netlist (all sizes together), types with 92 or more instances
master | instances | share of area [%]
a2111oi | 123 | 0.97
a211o | 157 | 1.2
a211oi | 489 | 3.6
a21oi | 951 | 4.2
a221o | 221 | 1.9
a221oi | 583 | 4.5
a222oi | 267 | 2.3
a22o | 188 | 1.4
a22oi | 541 | 3.6
a31oi | 167 | 0.91
a32oi | 102 | 0.80
and3 | 118 | 0.65
buf | 288 | 1.2
clkbuf | 1720 | 5.7
dfrtp | 618 | 14
inv | 100 | 0.33
mux2 | 187 | 1.8
mux2i | 466 | 4.1
nand2 | 1586 | 5.2
nand3 | 667 | 2.9
nand4 | 346 | 1.9
nor2 | 1733 | 5.7
nor3 | 618 | 2.8
nor4 | 321 | 2.0
o2111ai | 107 | 0.82
o211ai | 359 | 2.4
o21ai | 1009 | 4.4
o221a | 92 | 0.91
o221ai | 585 | 4.5
o22ai | 655 | 3.6
o31ai | 177 | 1.2
