<file path="config.mk">
export PLATFORM = sky130hd
export DESIGN_NAME = hashcore
export DESIGN_NICKNAME = hashcore
export VERILOG_FILES = /design/flow/design.v
export SDC_FILE = /design/flow/constraint.sdc
export NUM_CORES = 4
export LEC_CHECK = 1
export CORE_AREA = 10 10 519 519
export DIE_AREA = 0 0 529 529
</file>
<file path="constraint.sdc">
current_design hashcore

set clk_period 31.9
set clk_io_pct 0.2

create_clock -name clk0 -period $clk_period [get_ports {clk}]

set non_clock_inputs [all_inputs -no_clocks]
set_input_delay [expr $clk_period * $clk_io_pct] -clock clk0 $non_clock_inputs
set_output_delay [expr $clk_period * $clk_io_pct] -clock clk0 [all_outputs]
</file>
<file path="design.v">
`timescale 1ns / 1ps
 interface hash_256(input logic clk,input logic rst_n);
    logic load_i;
    logic[31:0] Kt_i,Wt_i;
    logic[31:0] A_i, B_i, C_i, D_i, E_i, F_i, G_i, H_i;
    logic[31:0] A_o, B_o, C_o, D_o, E_o, F_o, G_o,H_o;
    logic[255:0]finall;
    logic done; 
endinterface
module hashcore(
    input logic clk,
    input logic rst_n,
    input bit load,
    input  logic [31:0] Kt_i,   
    input  logic [31:0] Wt_i,   
    input  logic [31:0] A_i, B_i, C_i, D_i, E_i, F_i, G_i, H_i,
    output logic [31:0] A_o, B_o, C_o, D_o, E_o, F_o, G_o, H_o,
    output logic [255:0] finall,
    output logic done           
);
logic [31:0] a, b, c, d, e, f, g, h;
logic [5:0]  round_cnt;   
function automatic logic [31:0] Ch(
        input logic [31:0] x,
        input logic [31:0] y,
        input logic [31:0] z
        );
    Ch = (x & y) ^ (~x & z);
endfunction
function automatic logic [31:0] Maj(
        input logic [31:0] x,
        input logic [31:0] y,
        input logic [31:0] z
);
    Maj = (x & y)^(x & z)^(y & z);
endfunction
function automatic logic [31:0] rotr(
        input logic [31:0] x,
        input int unsigned n
);
    rotr = (x >> n )| (x << (32-n));
endfunction
function automatic logic [31:0] big_sigma_0(
        input logic [31:0] x
);
    big_sigma_0 = rotr(x,2) ^ rotr(x,13) ^ rotr(x,22);
endfunction
function automatic logic [31:0] big_sigma_1(
        input logic [31:0] x
);
    big_sigma_1 = rotr(x,6) ^ rotr(x,11) ^ rotr(x,25);
endfunction
logic [31:0] T1, T2;
assign T1 = h + big_sigma_1(e) + Ch(e,f,g) + Kt_i + Wt_i;
assign T2 = big_sigma_0(a) + Maj(a,b,c);
always_ff @(posedge clk or negedge rst_n)
begin
    if(!rst_n)
        begin
            a <= 32'd0;
            b <= 32'd0;
            c <= 32'd0;
            d <= 32'd0;
            e <= 32'd0;
            f <= 32'd0;
            g <= 32'd0;
            h <= 32'd0;
            done <= 1'b0;
            round_cnt <= 6'd0;
        end
    else if(load)
        begin
            a <= A_i;
            b <= B_i;
            c <= C_i;
            d <= D_i;
            e <= E_i;
            f <= F_i;
            g <= G_i;
            h <= H_i;
            round_cnt <= 6'd0;
            done <= 1'b0;
        end
    else if(!done)
        begin
            h <= g ;
            g <= f ;
            f <= e ; 
            d <= c ;
            c <= b ;
            b <= a ;
            e <= d + T1 ;
            a <= T1 + T2 ;
            round_cnt <= round_cnt +1 ;
            if(round_cnt == 63)
                done <= 1'b1;
        end
end
assign A_o = a + A_i;
assign B_o = b + B_i;
assign C_o = c + C_i;
assign D_o = d + D_i;
assign E_o = e + E_i;
assign F_o = f + F_i;
assign G_o = g + G_i;
assign H_o = h + H_i;
assign finall = {A_o, B_o, C_o, D_o, E_o, F_o, G_o, H_o};
endmodule
</file>
<file path="run.sh">
#!/bin/bash
# OpenROAD 26Q1-2900-gdf79404cd8, Yosys 0.63+post, stock flow scripts
make -C /OpenROAD-flow-scripts/flow DESIGN_CONFIG=/design/flow/config.mk WORK_HOME=/design/flow/orfs finish
</file>
==> job_summary.md <==
### Flow metrics

| Metric | Value |
|---|---|
| Outcome | `complete, no violations` |
| Root cell of the clock tree | `sky130_fd_sc_hd__clkbuf_16` |
| OpenROAD warning count | `25` |
| Chip area | `between 0.2 and 0.3 mm2` |
| Post-synthesis average cell area | `about 8.1 um2` |
| Register area share after synthesis | `between 10% and 20%` |
| Total number of vias | `~33,000` |
| Async set-reset flop share out of synthesis | `roughly 100%` |
| Tally of nets with antenna violations remaining after routing | `0` |
| Final Hold Viols | `0` |
| Gates resized, CTS repair | `0` |
| Netlist cell types | `between 80 and 90` |
| Combinational Area | `0.0246 mm2` |
| Setup crit end kind | `output pin` |
| Count of port buffers added during placement | `835` |
| Kind of critical path | `input pin to output pin` |
| Synth Warn # | `1` |
| Total global routing overflow | `0` |
| Placed inst area | `between 0.04 and 0.05 mm2` |
| Slew at the pin closest to its max-slew limit | `roughly 0.93 ns` |
| All-layer global routing usage | `14.6%` |
| Startpoint class of the critical path | `input pin` |
| Slew Limit Fails | `0` |
| Buffer count from post-CTS setup fixing | `0` |
| Half-perimeter wire length of the detailed placement result | `between 150,000 and 200,000 um` |
| FP Core Util | `a little over an eighth` |
| Synthesized flop and latch total | `approximately 260` |
| Setup repair after global routing missed its margin | `false` |
| Area of the synthesized netlist per yosys stat | `roughly 0.035 mm2` |
| Number of violations of the max-capacitance limit | `0` |
| Die Y-Extent | `529 um` |
| Crit-path max FO | `3` |
| Post-synthesis cell count | `4,327` |
| Met3 capacity usage during global routing | `under 10%` |
| Max-slew headroom at the worst pin | `37.1%` |
| Layout overhead on the synthesized area | `35.2%` |
| Synth Cell Area | `0.0353 mm2` |
| Count leader, synth | `sky130_fd_sc_hd__inv_1` |
| Top-area cell share | `roughly a fifth` |
| Via count of the first global-routing pass | `31,500` |
| Clock insertion delay at the later pin of the skew report | `about 0.63 ns` |
| Setup TNS | `0 ns` |
| Grt peak-use layer | `met2` |
| Remaining design rule violation count | `0` |
| Sum of routed wire length over all layers | `210,000 um` |
| Fraction of layout cells with a size suffix above 1 | `~4.6%` |
| Average wire per cell in the routed design | `roughly 25 um` |
| Number of flops mapped to enable cells by yosys | `0` |
| Number of buffers on the longest clock path | `3` |
| Initial antenna violation count | `~160` |
| Number of buffers created by CTS | `approximately 42` |
| Cell row count | `186` |
| Final count of negative-setup-slack endpoints | `0` |
| Global-route wire length before repair | `between 200,000 and 300,000 um` |
| Top cell type by total area after synthesis | `sky130_fd_sc_hd__dfrtp_1` |
| Maximum clock skew at final layout | `between 0.015 and 0.02 ns` |
| Weighted congestion at the end of routability-driven global placement | `between 0.9 and 1` |
| Iter 0 DRT Violations | `1,906` |
| Core Box Area | `roughly 0.26 mm2` |
| Required time of the critical path | `about 26 ns` |
| Pin count of the biggest net entering global routing | `a little over 80` |
| Utilization of the core after routing | `about 19%` |
| Detailed-routing iteration count for the pre-antenna-repair pass | `5` |
| Worst slack after detailed placement | `14.52 ns` |
| Top FF cell, synth | `sky130_fd_sc_hd__dfrtp_1` |
| Part of the cycle the worst path needs | `a little over half` |
| Arrival time worst endpoint | `between 10 and 15 ns` |
| Yosys cell count | `around 4,300` |
| Most area-consuming cells after synthesis | `sky130_fd_sc_hd__dfrtp_1, sky130_fd_sc_hd__ha_1, sky130_fd_sc_hd__fa_1` |
| Number of buffers inserted for hold repair after clock tree synthesis | `0` |
| TritonCTS clock tree | `done` |
| H-tree levels | `2` |
| Post-DR vias/cell | `3.94` |
| Minimum clock period | `approximately 17 ns` |
| Sequential cell area | `0.00659 mm2` |
| Met2 routing resource usage after global routing | `a little over a fifth` |
| Max Fclk | `0.0575 GHz` |
| Worst hold-check path type | `flip-flop to flip-flop` |
| Horizontal die size | `529 um` |
| Total number of clock tree sinks | `263` |
| Number of fill cells in the layout | `~29,000` |
| Clock transition at path regs | `around 0.050 ns` |
| Post-synth top cells | `sky130_fd_sc_hd__inv_1, sky130_fd_sc_hd__o21ai_0, sky130_fd_sc_hd__nand2_1` |
| Boundary Pins | `about 840` |
| Post-route cell area | `0.0477 mm2` |
| Met1 demand-to-capacity share in global routing | `20.0%` |
| Post-layout worst setup margin | `approximately 15 ns` |
layout make-up:
type	instances	area share (%)
Clock inverter	24	0.814
Timing Repair Buffer	925	19.0
Inverter	414	3.26
Sequential cell	263	13.8
Antenna cell	57	0.299
Multi-Input combinational cell	3224	51.5
Tap cell	3384	8.88
Clock buffer	54	2.43
through the flow:
stage | cells | hold WS (ns)
floorplan | 4327 | 0.511
global placement | 8210 | 0.533
detailed placement | 8210 | 0.541
CTS | 8288 | 0.559
global route | 8320 | 0.595
finish | 8345 | 0.556
logic make-up after synthesis:
family                     Yosys count  synth area share (%)
and+or+nand+nor                    954                  12.4
muxes                              252                  7.24
DFF                                263                  18.7
AOI/OAI and AO/OA                 1130                  20.1
adders and majority gates          478                  19.8
xor gates and xnor gates           410                  10.2
buffers and inverters              840                  11.7
sequential cells by signal, summed over array words and instances, names as in the netlist:
name	cells
c	32
b	32
d	32
a	32
round_cnt	6
f	32
done	1
g	32
h	32
e	32
critical path, stage by stage:
cell and delay [ns]:
sky130_fd_sc_hd__clkdlybuf4s50_1 0.48, sky130_fd_sc_hd__ha_1 0.18, sky130_fd_sc_hd__inv_1 0.06, sky130_fd_sc_hd__fa_1 0.43, sky130_fd_sc_hd__nor2b_1 0.13, sky130_fd_sc_hd__o21ai_0 0.10, sky130_fd_sc_hd__a21boi_0 0.38, sky130_fd_sc_hd__o211a_1 0.21
sky130_fd_sc_hd__o2111ai_1 0.15, sky130_fd_sc_hd__nand3_1 0.21, sky130_fd_sc_hd__and2_1 0.30, sky130_fd_sc_hd__a21oi_1 0.16, sky130_fd_sc_hd__a211oi_1 0.52, sky130_fd_sc_hd__o21a_1 0.24, sky130_fd_sc_hd__xor2_1 0.47, sky130_fd_sc_hd__clkdlybuf4s50_1 0.58
final timing paths:
kind,slack [ns],end,cells after the start,start
min,0.56,round_cnt[5]$_DFFE_PN0P_,2,round_cnt[5]$_DFFE_PN0P_
max in group asynchronous,24.46,g[30]$_DFFE_PN0P_,3,rst_n
min in group asynchronous,5.66,c[17]$_DFFE_PN0P_,1,rst_n
min reg2reg,0.56,round_cnt[5]$_DFFE_PN0P_,2,round_cnt[5]$_DFFE_PN0P_
max reg2reg,24.01,a[23]$_DFFE_PN0P_,29,e[13]$_DFFE_PN0P_
max,14.52,F_o[28],16,F_i[0]
routing by layer:
layer  part of all wire [%]  wire, um  vias to the layer above
met4                    4.4      9240                       56
met3                    9.7     20200                      327
met1                     44     92600                    15400
li1                       -         -                    15800
met2                     42     87400                     1284
met5                   0.15       309                        -
layout by cell type, fill, tap and decap left out, types with 42 or more instances in the layout:
cell and count:
sky130_fd_sc_hd__clkbuf_16 43, sky130_fd_sc_hd__nand2b_1 58, sky130_fd_sc_hd__dfrtp_1 262, sky130_fd_sc_hd__mux2i_1 228, sky130_fd_sc_hd__o21ai_0 406, sky130_fd_sc_hd__xnor2_1 279, sky130_fd_sc_hd__nor2b_1 42, sky130_fd_sc_hd__nor2_1 250
sky130_fd_sc_hd__a21oi_1 215, sky130_fd_sc_hd__xor2_1 131, sky130_fd_sc_hd__nand3_1 47, sky130_fd_sc_hd__diode_2 57, sky130_fd_sc_hd__fa_1 133, sky130_fd_sc_hd__nor3_1 49, sky130_fd_sc_hd__buf_4 90, sky130_fd_sc_hd__o21a_1 81
sky130_fd_sc_hd__ha_1 342, sky130_fd_sc_hd__a21o_1 146, sky130_fd_sc_hd__inv_1 413, sky130_fd_sc_hd__clkdlybuf4s50_1 833, sky130_fd_sc_hd__nand2_1 383
